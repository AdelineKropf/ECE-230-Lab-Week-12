File: run.sh
#!/bin/bash
# OpenROAD 26Q1-2900-gdf79404cd8, Yosys 0.63+post, stock flow scripts
make -C /OpenROAD-flow-scripts/flow DESIGN_CONFIG=/design/flow/config.mk WORK_HOME=/design/flow/orfs finish
File: config.mk
export PLATFORM = sky130hd
export DESIGN_NAME = top
export DESIGN_NICKNAME = top
export VERILOG_FILES = /design/flow/design.v
export SDC_FILE = /design/flow/constraint.sdc
export NUM_CORES = 4
export LEC_CHECK = 1
export CORE_AREA = 10 10 70 70
export DIE_AREA = 0 0 80 80
File: constraint.sdc
current_design top

set clk_period 1.0
set clk_io_pct 0.2

create_clock -name clk0 -period $clk_period [get_ports {btnC}]

set non_clock_inputs [all_inputs -no_clocks]
set_input_delay [expr $clk_period * $clk_io_pct] -clock clk0 $non_clock_inputs
set_output_delay [expr $clk_period * $clk_io_pct] -clock clk0 [all_outputs]
File: design.v
module d_flip_flop(
    input Data,
    input Clock,
    input Reset,
    output reg Q,
    output NotQ
);
    initial begin
        Q <= 0;
    end
    always @(posedge Clock) 
        if (Reset)
            Q <= 0; 
        else
            Q <= Data;
    assign NotQ = ~Q;
endmodule
module full_adder(
    input A, B, Cin,
    output Y, Cout
);
assign Y = (A ^ B) ^ Cin;
assign Cout = (A & B) | (B & Cin) | (A & Cin);
endmodule
module jk_flip_flop(
    input J,
    input K,
    input Clock,
    input Reset,
    output Q,
    output NotQ
);
    wire d_flip_flop_Q;
    wire d_flip_flop_NotQ;
    wire data_input = (J & d_flip_flop_NotQ) | (~K & d_flip_flop_Q);
    d_flip_flop Use(
        .Data(data_input),
        .Clock(Clock),
        .Reset(Reset),
        .Q(d_flip_flop_Q),
        .NotQ(d_flip_flop_NotQ)
    );    
    assign Q = d_flip_flop_Q;
    assign NotQ = d_flip_flop_NotQ;
endmodule
module modulo_divider(
    input Clock,
    input Reset,
    output outBit0,
    output outBit1,
    output outBit2,
    output Q
);
    wire bit0;
    wire Y0;
    wire Cout0;
    wire bit1;
    wire Y1;
    wire Cout1;
    wire bit2;
    wire Y2;
    wire Cout2;
    wire shouldReset;
    wire doutLogic;
    wire qOut;
    full_adder A(
        .A(bit0),
        .B(1'b0),
        .Cin(1'b1),
        .Y(Y0),
        .Cout(Cout0)
    );
    d_flip_flop AA(
        .Data(Y0),
        .Clock(Clock),
        .Reset(shouldReset),
        .Q(bit0),
        .NotQ()
    );
    full_adder B(
        .A(bit1),
        .B(1'b0),
        .Cin(Cout0),
        .Y(Y1),
        .Cout(Cout1)
    );
    d_flip_flop BB(
        .Data(Y1),
        .Clock(Clock),
        .Reset(shouldReset),
        .Q(bit1),
        .NotQ()
    );
    full_adder C(
        .A(bit2),
        .B(1'b0),
        .Cin(Cout1),
        .Y(Y2),
        .Cout(Cout2)
    );
    d_flip_flop CC(
        .Data(Y2),
        .Clock(Clock),
        .Reset(shouldReset),
        .Q(bit2),
        .NotQ()
    );
    assign shouldReset = (bit0 & bit2) ;
    assign doutLogic = shouldReset ^ qOut;
    d_flip_flop DD(
        .Data(doutLogic),
        .Clock(Clock),
        .Reset(Reset),
        .Q(qOut),
        .NotQ()
    );
    assign outBit0 = bit0;
    assign outBit1 = bit1;
    assign outBit2 = bit2;
    assign Q = qOut;
endmodule
module ripple_counter(
    input Clock,
    input Reset,
    output light0,
    output light1,
    output light2
);
    wire output1;
    t_flip_flop A(
        .T(1),
        .Clock(Clock),
        .Reset(Reset),
        .Q(output1),
        .NotQ()
    );
    wire output2;
    t_flip_flop B(
        .T(1),
        .Clock(output1),
        .Reset(Reset),
        .Q(output2),
        .NotQ()
    );
    wire output3;
    t_flip_flop C(
        .T(1),
        .Clock(output2),
        .Reset(Reset),
        .Q(output3),
        .NotQ()
    );
    assign light0 = output1;
    assign light1 = output2;
    assign light2 = output3;
endmodule
module t_flip_flop(
    input T,
    input Clock,
    input Reset,
    output Q,
    output NotQ
);
    wire jk_flip_flop_Q;    
    wire jk_flip_flop_NotQ;    
    jk_flip_flop Use(
        .J(T),
        .K(T),
        .Clock(Clock),
        .Reset(Reset),
        .Q(jk_flip_flop_Q),
        .NotQ(jk_flip_flop_NotQ)
    ); 
    assign Q = jk_flip_flop_Q;
    assign NotQ = jk_flip_flop_NotQ;
endmodule
module top(
    input btnC,
    input btnU,
    output [6:0] led
);
    ripple_counter A(
        .Clock(btnC),
        .Reset(btnU),
        .light0(led[0]),
        .light1(led[1]),
        .light2(led[2])
    );
    modulo_divider B(
        .Clock(btnC),
        .Reset(btnU),
        .outBit0(led[3]),
        .outBit1(led[4]),
        .outBit2(led[5]),
        .Q(led[6])
    );
endmodule
==> flow_summary.ini <==
; flow metrics
[logic_synthesis]
ys.flops = 7
edf_count = 0
ys_area_um2 = 279
common_cells = 7 x buf_4, 7 x dfxtp_1, 4 x nor2_1
synth_area_leader_cell = dfxtp_1
synth.top_cell.area_share_pct = 50.2
syn_area_per_cell_um2 = 10.7
async_reset_ff_share_pct = 0
yosys.stat.seqShare_pct = 50.2
area_leaders = dfxtp_1 50%, buf_4 19%, mux2_4 5.4%
synth_area_um2 = 279
ff_type = dfxtp_1
synthCells = 26
ys_types = 11
ys_warn_count = 4
ys_cells = 26

[grt]
grt_pass1_vias = 201
antenna_found_initial = 0
grt_max_degree = 5
grt_use_total_pct = 1.84
grt_pass1_wl_um = 897
grt-ovfl-total = 0

[power_and_ir_drop]
p_clk_share_pct = 50.2
pwr-share-comb_pct = 5.1
power.switching_w = 0.0000939
seq_power_share_pct = 44.6
vdd_drop_max_uv = 265
p_sw_share_pct = 20.0
power_leakage_nw = 0.172
power_density_mw_per_mm2 = 1060
p_int_w = 0.000375

[setup_path]
path_max_fanout = 4
crit_path_start_kind = flop
crit_path_cell_trace = buf_6, and2_4, mux2_4
cp_data_arrival_time_ns = 1.11
criticalPathCategory = reg -> reg
end_kind = flop
critPathMaxStageDelay_ns = 0.34
cpMaxStageDelayCell = dfxtp_2
crit_required_ns = 1.13
rr_worst_depth = 3
critPathBufInv = 1
cp_top_family = flip-flops
worst-path-stages = 3

[final_timing]
setup_viol = 0
fmax_mhz = 1020
tightest_slew_ns = 0.120
drv_slew = 0
relSlewSlack_pct = 91.8
finalHoldViolCount = 0
finalWorstSetupSlack_ns = 0.0163
fin_worst_skew_ns = 0.00281
setup-tns-final_ns = 0
finalCritPeriodShare_pct = 98.4
hold-worst-slack_ns = 0.465
untimed_endpoints = 4
period_needed_ns = 0.984
unclocked_regs = 2
grt_setup_unrepaired = true

[floorplanning]
die_w_um = 80
initCoreUtil_pct = 8.17
rows = 21
die_h_um = 80
fp.dieArea_mm2 = 0.00640
pin_count = 9
core-area_mm2 = 0.00342

[placement]
finalWeightedCongestion = 0.769
dp.cells = 78
io_buffers = 8
pre_cts_ws_ns = -0.127
dp_hpwl_um = 405

[worst_hold_path]
whs_path_depth = 1
min_path_type = reg -> reg

[cells_and_area]
logic_area_um2 = 95.1
instances_no_fill = 82
utilization_pct = 13.0
syn2layout_area_growth_pct = 58.7
regArea_um2 = 149
layout-drive-gt1-share_pct = 52.8
fillers = 392

[drt]
top_layer_used = met3
diodes = 0
vias = 187
dr_wl_met3_um = 119
drcViolationCount = 0
dr.pass1.iters = 4
ant_nets = 0
wl_um = 524
first_iter_violations = 4
wire_per_inst_um = 6.39
vias_per_cell = 2.28
met2WireLength_um = 131
wl_met1_um = 273

[run]
max_cap_viol_count = 0
warnings = 26

[clock_network]
cts_max_level = 1
ctsHoldBuffers = 0
cts_tree = done
path_clk_slew_ns = 0.04
insertion_delay_ns = 0.24
clockBufferDepth = 2
cts_buffers = 3
cts_root_buf = clkbuf_4

[run_status]
outcome = completed
[repair_timing]
action	4_1_cts	5_1_grt
gates cloned	0	0
pin swaps	1	0
setup endpoints to repair	7	6
resized	14	6
buffers inserted	1	1
[power by group through the flow]
stage | Combinational (W) | Sequential, W | Clock (W)
finish | 0.0000241 | 0.000209 | 0.000235
global route | 0.0000273 | 0.000209 | 0.000272
CTS | 0.0000240 | 0.000212 | 0.000240
[final cells by class]
class                   instances  area share, %
inverters                       1          0.847
repair buffers                 13           25.1
multi-input cells              11           21.5
well taps                      46           13.0
clock buffers                   4           5.93
flip-flops and latches          7           33.6
[sequential cells by signal, summed over array words and instances, names as in the netlist]
register and cells:
B.AA.Q 1, A.C.Use.Use.Q 1, B.BB.Q 1, B.DD.Q 1, A.B.Use.Use.Q 1, B.CC.Q 1
A.A.Use.Use.Q 1
[per-stage QoR]
stage,cell area [µm²],total power (W)
floorplan,279,0.000223
global placement,402,0.000240
detailed placement,402,0.000240
CTS,428,0.000476
global route,443,0.000508
finish,443,0.000469
[cell families (layout without fill, tap and decap cells)]
logic type,Yosys count,count (layout),synth area share (%)
buf+inv,8,18,20.2
simple gates,8,8,16.1
flops,7,7,50.2
mux,2,2,8.97
fa+ha+maj,1,1,4.48
[path summary, 6_finish.rpt]
kind | from | to | slack, ns
setup / recovery | B.AA.Q$_SDFF_PP0_ | B.DD.Q$_SDFF_PP0_ | 0.02
hold / removal | B.CC.Q$_SDFF_PP0_ | B.CC.Q$_SDFF_PP0_ | 0.46
setup reg to reg | B.AA.Q$_SDFF_PP0_ | B.DD.Q$_SDFF_PP0_ | 0.02
hold reg to reg | B.CC.Q$_SDFF_PP0_ | B.CC.Q$_SDFF_PP0_ | 0.46
[routing by layer]
layer | up-vias | track usage [%]
met5 | - | 0
met4 | 0 | 0.352
met3 | 0 | 1.93
met2 | 13 | 2.01
met1 | 77 | 2.35
li1 | 97 | -
[cells in the final DEF, fill, tap and decap left out, types with 2 or more instances in the layout]
master / count
nor2_1: 4
clkbuf_4: 3
clkdlybuf4s15_1: 3
dfxtp_1: 2
clkbuf_2: 2
clkdlybuf4s50_1: 3
buf_4: 4
dfxtp_2: 4
Power figures rest on the tool's default switching activity, not on a simulated workload.
